==> ./design.v <==
module array (
    input  wire        clk,
    input  wire        rstn,
    input  wire [3:0]  din0,
    input  wire [3:0]  din1,
    input  wire [3:0]  din2,
    input  wire [3:0]  din3,
    output reg  [3:0]  dout0,
    output reg  [3:0]  dout1,
    output reg  [3:0]  dout2,
    output reg  [3:0]  dout3
);
    always @(posedge clk or negedge rstn) begin
        if (!rstn) begin
            dout0 <= 4'd0;
            dout1 <= 4'd0;
            dout2 <= 4'd0;
            dout3 <= 4'd0;
        end else begin
            dout0 <= din0 + 4'd1;
            dout1 <= din1 + 4'd1;
            dout2 <= din2 + 4'd1;
            dout3 <= din3 + 4'd1;
        end
    end
endmodule
module array_wrapper (
    input  wire [17:0] in_flat,
    output wire [15:0] out_flat
);
  wire clk = in_flat[17];
  wire rstn = in_flat[16];
  wire [3:0] din0 = in_flat[15:12];
  wire [3:0] din1 = in_flat[11:8];
  wire [3:0] din2 = in_flat[7:4];
  wire [3:0] din3 = in_flat[3:0];
  wire [3:0] dout0;
  wire [3:0] dout1;
  wire [3:0] dout2;
  wire [3:0] dout3;
  array u_array (
    .clk(clk),
    .rstn(rstn),
    .din0(din0),
    .din1(din1),
    .din2(din2),
    .din3(din3),
    .dout0(dout0),
    .dout1(dout1),
    .dout2(dout2),
    .dout3(dout3)
  );
  assign out_flat[15:12] = dout0;
  assign out_flat[11:8] = dout1;
  assign out_flat[7:4] = dout2;
  assign out_flat[3:0] = dout3;
endmodule   
==> ./run.sh <==
#!/bin/bash
# OpenROAD 26Q1-2900-gdf79404cd8, Yosys 0.63+post, stock flow scripts
make -C /OpenROAD-flow-scripts/flow DESIGN_CONFIG=/design/flow/config.mk WORK_HOME=/design/flow/orfs finish
==> ./config.mk <==
export PLATFORM = sky130hd
export DESIGN_NAME = array_wrapper
export DESIGN_NICKNAME = array_wrapper
export VERILOG_FILES = /design/flow/design.v
export SDC_FILE = /design/flow/constraint.sdc
export NUM_CORES = 4
export LEC_CHECK = 1
export CORE_AREA = 10 10 75 75
export DIE_AREA = 0 0 85 85
==> ./constraint.sdc <==
current_design array_wrapper

set clk_period 1.0
set clk_io_pct 0.2

create_clock -name clk0 -period $clk_period [get_ports {in_flat}]

set non_clock_inputs [all_inputs -no_clocks]
set_input_delay [expr $clk_period * $clk_io_pct] -clock clk0 $non_clock_inputs
set_output_delay [expr $clk_period * $clk_io_pct] -clock clk0 [all_outputs]
==> flow_summary.toml <==
# physical design summary
[layout]
fin_util_pct = 36.8
seqCellArea_sq_um = 400
fillers = 367
drive_above_1_share_pct = 59.3
area_growth_pct = 169
combGateArea_sq_um = 143

[drt]
wirelength_um = 2450
drc = 0
drtIter0Drc = 57
vias_per_cell = 3.96
firstDrtPassIters = 2
routedWlPerCell_um = 14.6
diodes = 0
postRouteAntennaNets = 0
num_vias = 666

[setup_path]
cp-end-kind = "flop"
cp.required_ns = 1.10
critPathBufInv = 2
cp_top_family = "buffers and inverters"
worstPathCellList = "clkbuf_8, clkbuf_8, ha_1, xor2_1"
crit_type = "clock port to flop"
slowest_stage = "ha_1"
max_stage_delay_ns = 0.20
crit_path_start_kind = "clock port"
worstPathArrival_ns = 1.09
worstPathMaxFanout = 2
critPathLaunch = "in_flat[4]"
crit_top_cell = "clkbuf_8"

[die]
rows = 23
design.core.area_sq_um = 4060
die_w_um = 85
die-area_sq_um = 7230
die_h_um = 85
ios = 34
fp_util_pct = 13.7

[placed_design]
dp_worst_setup_slack_ns = 0.000562
finalWeightedCongestion = 0.709
io_buffers = 16

[final_timing]
worst_slew_pin_slew_ns = 0.138
timing_hold_violations_final = 20
rsz0062_at_grt = "false"
setup-violations-final = 0
fin_ws_ns = 0.0174
holdWs_ns = -0.307
drv_slew = 0
fin_tns_setup_ns = 0
relSlewSlack_pct = 90.8

[logic_synthesis]
ys_sh_aoi_pct = 0
syn_avg_cell_area_sq_um = 15.4
async_flop_share_pct = 100
syn_area_sq_um = 556
synthMostInstantiatedCell = "dfrtp_1"
ys.flop_type = "dfrtp_1"
ys_chip_area_sq_um = 556
adder_share_pct = 9.01
ys_warn_count = 1
ys_sh_xor_pct = 12.6
numSynthFlops = 16
postSynthSeqShare_pct = 72.1
postSynthCellCount = 36
top_cell_area_share_pct = 72.1
yosys-stat-cells = 36
edf_count = 0
ys_sh_mux_pct = 0
yosys.area_share.simple_pct = 3.60
synthTopLogicFamily = "XOR/XNOR gates"
area_leaders = "dfrtp_1 (72%), ha_1 (9.0%), xnor2_1 (6.3%)"
top_area_cell = "dfrtp_1"
ys_types = 6

[power_and_ir_drop]
intPower_mw = 5.85
power-per-cell-area_nw_per_um2 = 4870
pwr-share-comb_pct = 0
power_frac_seq_pct = 9.9
switchingPower_mw = 1.43
pwr-share-clk_pct = 90.1
ir_drop_mv = 2.43
p_leak_nw = 0.787
total_power_mw = 7.27
p_sw_share_pct = 19.6

[run_status]
violations = "hold timing"
status = "finished with violations"

[global_route]
grt_pass1_wl_um = 3710
grt_max_degree = 9
gr-total-overflow = 0
grt_pass1_vias = 1187
antenna_found_initial = 0
grt_util_all_layers_pct = 7.70

[worst_hold_path]
holdCritPathClass = "clock port to async pin"

[clocking]
post_cts_buffers = 0
tritoncts = "done"
cts_hold_buf = 0
path_clk_slew_ns = 0.05

[job]
maxCapViolations = 0
warning_count = 389
## flip-flops by register name, indices dropped and copies added, names as in the netlist
signal and flops:
u_array.dout0 4, u_array.dout3 4, u_array.dout1 4, u_array.dout2 4
## metal layers
| layer | wire length, um | part of all wire [%] | global-route usage [%] | vias up |
|---|---|---|---|---|
| met4 | 357 | 15 | 17.7 | 0 |
| met3 | 556 | 23 | 16.3 | 48 |
| met2 | 915 | 37 | 4.02 | 92 |
| li1 | - | - | - | 265 |
| met1 | 625 | 25 | 2.33 | 261 |
| met5 | 0 | 0 | 1.40 | - |
## power by group through the flow
stage	logic, mW	registers, mW	clock network (mW)
finish	0.0000000753	0.717	6.56
global route	0.0000000753	0.715	7.76
CTS	0.0000000743	0.715	7.41
## worst paths after layout
check,endpoint,slack (ns),depth (start not counted)
max in group asynchronous,u_array.dout0[0],1.21,2
worst max-delay path,u_array.dout2[2],0.02,4
worst min-delay path,u_array.dout0[0],-0.31,2
min in group clk0,u_array.dout1[3],-0.13,1
## what timing repair did
item / in CTS / in global routing
hold endpoints to repair: 0 / 0
setup endpoints to repair: 16 / 15
pin swaps: 0 / 0
gates resized: 33 / 15
## cell families after synthesis
kind of cell	count (synthesis)
XOR/XNOR	8
adder cells (fa/ha/maj)	4
buffers and inverters	4
flip-flops	16
AND/OR/NAND/NOR	4
## through the flow
stage	instance area, sq um	std cells
2_1_floorplan	556	36
3_3_place_gp	778	102
3_5_place_dp	778	102
4_1_cts	1560	168
5_1_grt	1490	168
6_report	1490	168
## placed cells by master (no fill, tap or decap)
cell type,synthesis,final
ha_1,4,3
clkbuf_1,0,12
nand3_1,4,4
clkbuf_2,0,14
clkbuf_8,0,54
ha_2,0,1
dfrtp_1,16,16
clkdlybuf4s15_1,0,1
xnor2_1,4,4
inv_1,4,4
buf_2,0,1
xor2_1,4,4
## area by class of cell
| class | instances | share of cell area [%] |
|---|---|---|
| well taps | 50 | 4.19 |
| flip-flops and latches | 16 | 26.8 |
| multi-input cells | 16 | 9.55 |
| clock inverters | 4 | 1.01 |
| clock buffers | 66 | 52.8 |
| repair buffers | 16 | 5.70 |
Power is estimated from default activity; no workload was simulated.
