$ cat flow/design.v
module arithmetic_reduce (
    input  wire [7:0]  p,
    input  wire [7:0]  q,
    output wire [7:0]  complex_expr,
    output wire        red_and_res,
    output wire        red_or_res
);
    wire [7:0] add_pq     = p + q;
    wire [7:0] xor_pq     = p ^ q;
    wire [7:0] and_part   = add_pq & xor_pq;
    wire [7:0] sub_pq     = p - q;
    wire [7:0] mod_part   = sub_pq % (q + 8'd1);
    assign complex_expr   = and_part | mod_part;
    assign red_and_res    = &complex_expr;
    assign red_or_res     = |complex_expr;
endmodule
module arithmetic_reduce_wrapper (
    input  wire [15:0] in_flat,
    output wire [9:0] out_flat
);
  wire [7:0] p = in_flat[15:8];
  wire [7:0] q = in_flat[7:0];
  wire [7:0] complex_expr;
  wire red_and_res;
  wire red_or_res;
  arithmetic_reduce u_arithmetic_reduce (
    .p(p),
    .q(q),
    .complex_expr(complex_expr),
    .red_and_res(red_and_res),
    .red_or_res(red_or_res)
  );
  assign out_flat[9:2] = complex_expr;
  assign out_flat[1] = red_and_res;
  assign out_flat[0] = red_or_res;
endmodule   
$ cat flow/run.sh
#!/bin/bash
# OpenROAD 26Q1-2900-gdf79404cd8, Yosys 0.63+post, stock flow scripts
make -C /OpenROAD-flow-scripts/flow DESIGN_CONFIG=/design/flow/config.mk WORK_HOME=/design/flow/orfs finish
$ cat flow/config.mk
export PLATFORM = sky130hd
export DESIGN_NAME = arithmetic_reduce_wrapper
export DESIGN_NICKNAME = arithmetic_reduce_wrapper
export VERILOG_FILES = /design/flow/design.v
export SDC_FILE = /design/flow/constraint.sdc
export NUM_CORES = 4
export LEC_CHECK = 1
export CORE_UTILIZATION = 40
$ cat flow/constraint.sdc
current_design arithmetic_reduce_wrapper

set clk_period 41.8
set clk_io_pct 0.2

create_clock -name clk0 -period $clk_period

set non_clock_inputs [all_inputs -no_clocks]
set_input_delay [expr $clk_period * $clk_io_pct] -clock clk0 $non_clock_inputs
set_output_delay [expr $clk_period * $clk_io_pct] -clock clk0 [all_outputs]
==> reports/results.ini <==
[critical_path]
first_element_of_the_critical_path=in_flat[0]
worst_ep_arrival_time_ns=24.43
worst_setup_path_start_kind=input pin
worst_setup_path_end_kind=output pin
worst_path_largest_cell_delay_ns=0.95
worst_ep_required_time_ns=33.44
critPathMaxFanout=16
crit_path_top_delay_cell=sky130_fd_sc_hd__clkdlybuf4s50_1
critPathMostFrequentCell=sky130_fd_sc_hd__ha_1
crit_type=input pin to output pin

[detailed_routing]
wl_per_cell_um=15.9
finalWirelength_um=8400
detailedRoute.firstIterationViolations=133
drt_drc_violations_left=0
post_route_antenna_net_violation_count=0
drt_pre_antenna_iters=4
dr_total_vias=3074
route.antenna.diode_count=0
vias_per_cell=5.81

[floorplanning]
num_io_pins=26
die_x_um=87.3
core.rowCount=30
placeableCoreArea_sq_um=6910
floorplan.core_util=0.421
dieHeight_um=87.3
die_area_sq_um=7620

[synth]
cell_type_with_the_largest_total_area=sky130_fd_sc_hd__ha_1
largest_cells_by_area_after_synthesis=sky130_fd_sc_hd__ha_1 23%, sky130_fd_sc_hd__nor2_1 4.6%, sky130_fd_sc_hd__o21a_1 4.6%, sky130_fd_sc_hd__xnor2_1 4.5%, sky130_fd_sc_hd__o21ai_0 4.3%
synth.cellmix.xorXnorShare=0.0602
post_synth_num_cell_types=68
postSynthAreaPerCell_sq_um=7.08
netlist.area_leader.share=0.228
seq_area_frac_synth=0
adder_share=0.242
synth.mux.area_fraction=0.0370
cell_count_after_synthesis=411
synthesis.area_sq_um=2910
logic_family=AND-OR/OR-AND gates
synth_simple_gate_area_share=0.294
synth-cells-yosys=411
ys_sh_aoi=0.310
ys.warnings.count=0
summed_standard_cell_area_reported_by_yosys_sq_um=2910

[grt]
grt_pass1_wl_um=13800
pin_count_of_the_biggest_net_entering_global_routing=17
grtUsageTotal=0.232
remaining_global_route_overflow=0
first_global_vias=2783
antenna_violations_before_repair=0

[power_and_ir_drop]
vdd.ir_drop.worst_v=0.0000179
power.density_nw_per_um2=46.1
netSwitchingPower_mw=0.0805
clock_power_share=0
power_switching_share=0.534
internal_power_consumption_mw=0.0704
comb_power_share=1.000
total_power_mw=0.151
p_leak_nw=1.39
p_seq_frac=0

[final_timing]
final_setup_viols=0
final_period_minus_worst_setup_slack_ns=32.79
tns_ns=0
max-slew-margin-rel=0.443
final_hold_viol_count=0
rsz0062_at_grt=no
timing.final.crit_share=0.784
fmaxAchievable_mhz=30.5
finalMaxSlewViolations=0
worstMarginPinSlew_ns=0.833

[run]
drv.max_cap_violation_count=0
tool_warnings=42

[cells_and_area]
final_layout_size_suffix_gt1_frac=0.0531
clkbuf_count=0
seq_area_sq_um=0
numSequentialCells=0
synthToLayoutAreaGrowth_pct=12.3

[run_status]
run_status=complete, no violations

[clocking]
cts_hold_buffers=0
post-cts-setup-buffer-count=0
cts_resized=0

[placed_design]
number_of_i_o_port_buffers=26
routabilityCongestion=0.995
place_hpwl_um=6950

[min_path]
hold_path_startpoint=in_flat[8]
timing.hold.worst.class=input pin to output pin

[layout make-up]
class              instances  area (sq um)
inverters                 31           116
repair buffers            30           290
well taps                 96           120
fillers                  726          3640
multi-input cells        372          2740
[routing by layer]
metal	GRT usage	wire length, um	vias to the layer above	share of wire
met1	0.346	4240	1379	0.51
met5	0	0	-	0
met2	0.379	3620	86	0.43
met3	0.00769	373	11	0.044
met4	0.0417	169	0	0.020
li1	-	-	1598	-
[placed cells by master (no fill, tap or decap), types with 3 or more instances in the layout]
| cell | count |
|---|---|
| sky130_fd_sc_hd__nand2b_1 | 4 |
| sky130_fd_sc_hd__mux2_2 | 6 |
| sky130_fd_sc_hd__and3_1 | 6 |
| sky130_fd_sc_hd__o31ai_1 | 3 |
| sky130_fd_sc_hd__a31oi_1 | 6 |
| sky130_fd_sc_hd__ha_1 | 53 |
| sky130_fd_sc_hd__and2_1 | 7 |
| sky130_fd_sc_hd__o211ai_1 | 9 |
| sky130_fd_sc_hd__a21boi_0 | 3 |
| sky130_fd_sc_hd__or2_2 | 3 |
| sky130_fd_sc_hd__buf_4 | 4 |
| sky130_fd_sc_hd__nand2_1 | 28 |
| sky130_fd_sc_hd__xnor2_1 | 15 |
| sky130_fd_sc_hd__xor2_1 | 5 |
| sky130_fd_sc_hd__nor3_1 | 21 |
| sky130_fd_sc_hd__nor2b_1 | 10 |
| sky130_fd_sc_hd__nand4_1 | 5 |
| sky130_fd_sc_hd__inv_1 | 30 |
| sky130_fd_sc_hd__mux2i_1 | 4 |
| sky130_fd_sc_hd__or4_1 | 5 |
| sky130_fd_sc_hd__clkdlybuf4s50_1 | 26 |
| sky130_fd_sc_hd__or3_1 | 13 |
| sky130_fd_sc_hd__o21a_1 | 18 |
| sky130_fd_sc_hd__a21oi_1 | 21 |
| sky130_fd_sc_hd__nand3_1 | 12 |
| sky130_fd_sc_hd__nor3b_1 | 3 |
| sky130_fd_sc_hd__a211oi_1 | 3 |
| sky130_fd_sc_hd__nor2_1 | 36 |
| sky130_fd_sc_hd__o21ai_0 | 25 |
[path summary, 6_finish.rpt]
kind / cells after the start / end
setup / recovery: 59 / out_flat[0]
hold / removal: 4 / out_flat[3]
[metrics by stage]
stage	setup WS, ns	hold WS [ns]	area, sq um	utilization	cells
final	9.01	17.86	3270	0.473	529
after global routing	7.82	17.95	3270	0.473	529
after CTS	9.13	17.88	3270	0.473	529
after detailed placement	9.16	17.86	3270	0.473	529
after global placement	9.20	17.88	3270	0.473	529
after floorplan	12.25	16.78	2910	-	411
[critical path, delay by kind of cell]
family          cells  cell delay [ns]
simple gates       20             4.81
fa+ha+maj           8             2.72
compound gates     23             6.31
mux                 2             0.41
buf+inv             6             1.78
[cell usage after synthesis (all sizes together) (3+ instances only)]
cell type	n
ha	53
nor2	37
inv	31
nand2	28
o21ai	26
a21oi	21
nor3	21
o21a	18
xnor2	15
nand3	13
or3	13
o211ai	11
nor2b	10
and2	7
a31oi	6
and3	6
buf	6
mux2	6
nand4	5
o31ai	5
or4	5
xor2	5
mux2i	4
nand2b	4
a2111oi	3
a211oi	3
a21boi	3
nor3b	3
or2	3
[logic make-up (layout without fill, tap and decap cells)]
kind of cell               Yosys count  count (layout)
xor gates and xnor gates            20              20
muxes                               10              10
buffers and inverters               39              61
AOI/OAI and AO/OA                  124             124
adders and majority gates           55              55
and+or+nand+nor                    163             163
[power groups by stage]
stage	logic [mW]	clock network, mW	registers (mW)
after global routing	0.168	0	0
after CTS	0.149	0	0
final	0.151	0	0
