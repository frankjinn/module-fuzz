## /design/flow/design.v

```verilog
module bitwise_logic (
    input  wire [7:0] x,
    input  wire [7:0] y,
    output wire [7:0] and_xy,
    output wire [7:0] or_xy,
    output wire [7:0] xor_xy
);
    assign and_xy = x & y;
    assign or_xy  = x | y;
    assign xor_xy = x ^ y;
endmodule
module bitwise_logic_wrapper (
    input  wire [15:0] in_flat,
    output wire [23:0] out_flat
);
  wire [7:0] x = in_flat[15:8];
  wire [7:0] y = in_flat[7:0];
  wire [7:0] and_xy;
  wire [7:0] or_xy;
  wire [7:0] xor_xy;
  bitwise_logic u_bitwise_logic (
    .x(x),
    .y(y),
    .and_xy(and_xy),
    .or_xy(or_xy),
    .xor_xy(xor_xy)
  );
  assign out_flat[23:16] = and_xy;
  assign out_flat[15:8] = or_xy;
  assign out_flat[7:0] = xor_xy;
endmodule   
```

## /design/flow/run.sh

```bash
#!/bin/bash
# OpenROAD 26Q1-2900-gdf79404cd8, Yosys 0.63+post, stock flow scripts
make -C /OpenROAD-flow-scripts/flow DESIGN_CONFIG=/design/flow/config.mk WORK_HOME=/design/flow/orfs finish
```

## /design/flow/config.mk

```make
export PLATFORM = sky130hd
export DESIGN_NAME = bitwise_logic_wrapper
export DESIGN_NICKNAME = bitwise_logic_wrapper
export VERILOG_FILES = /design/flow/design.v
export SDC_FILE = /design/flow/constraint.sdc
export NUM_CORES = 4
export LEC_CHECK = 1
export CORE_AREA = 10 10 70 70
export DIE_AREA = 0 0 80 80
```

## /design/flow/constraint.sdc

```tcl
current_design bitwise_logic_wrapper

set clk_period 1.0
set clk_io_pct 0.2

create_clock -name clk0 -period $clk_period

set non_clock_inputs [all_inputs -no_clocks]
set_input_delay [expr $clk_period * $clk_io_pct] -clock clk0 $non_clock_inputs
set_output_delay [expr $clk_period * $clk_io_pct] -clock clk0 [all_outputs]
```

==> results.sh <==
# yosys + openroad results
export IMPL_status="finished clean"
export IMPL_cts_post_setup_buffers_inserted=0
export IMPL_timing_final_setup_violations=0
export IMPL_seq_cells=0
export IMPL_area_delta_synth_final_pct=150.4
export IMPL_slew_viol_final=0
export IMPL_grt_pass1_vias=404
export IMPL_timing_hold_worst_endpoint="out_flat[6]"
export IMPL_post_synth_inst_count=40
export IMPL_drc=0
export IMPL_p_per_area_mw_per_mm2=273.2
export IMPL_fp_utilization_pct=8.498
export IMPL_post_route_period_util_pct=96.09
export IMPL_synth_sequential_area_ratio_pct=0
export IMPL_gpl_final_weighted_congestion=0.6533
export IMPL_firstDrtPassIters=3
export IMPL_layout_setup_ws_ps=39.09
export IMPL_rsz0062_at_grt="false"
export IMPL_critPathMaxFanout=2
export IMPL_worstSetupEndpointType="primary output"
export IMPL_detail_route_wl_per_cell_um=9.162
export IMPL_period_needed_ps=960.9
export IMPL_cpPeakStageDelay_ps=230
export IMPL_cp_slowest_cell="dlygate4sd2_1"
export IMPL_synth_area_um2=290.3
export IMPL_route_detailed_vias_per_inst=2.862
export IMPL_final_cell_mix="buf_2, inv_2, dlygate4sd2_1, inv_1, ha_1"
export IMPL_warnings=43
export IMPL_dp_slack_ps=-699.8
export IMPL_layout_clock_buffers=0
export IMPL_timing_worst_setup_path_type="in -> out"
export IMPL_core_rowCount=21
export IMPL_hold_path_cell_count=4
export IMPL_synth_cell_types=2
export IMPL_detailed_place_area_um2=793.3
export IMPL_mostFrequentLayoutCell="buf_2"
export IMPL_global_route_wire_length_before_repair_um=1925
export IMPL_gr_total_overflow=0
export IMPL_maxCapViolCount=0
export IMPL_hold_buffers=0
export IMPL_crit_chain="buf_4, inv_2, ha_4, inv_1, dlygate4sd2_1"
export IMPL_drt_iter0_drc=2
export IMPL_wirelength_um=1191
export IMPL_antenna_cells_inserted=0
export IMPL_min_delay_path_class="in -> out"
export IMPL_worst_ep_arrival_time_ps=760
export IMPL_largest_net_degree_at_the_start_of_global_routing=3
export IMPL_setup_worst_path_start_class="primary input"
export IMPL_die_x_um=80
export IMPL_drt_antenna_violating_nets=0
export IMPL_finalHoldViolations=0
export IMPL_detailroute_via_count=372
export IMPL_worst_slew_margin_rel_pct=94.08
export IMPL_final_layout_size_suffix_gt1_share_pct=63.10
export IMPL_dp_hpwl_um=1144
export IMPL_sequential_cell_area_um2=0
export IMPL_coreArea_mm2=0.003416
export IMPL_globalRouteTotalUtil_pct=3.486
export IMPL_yosys_cells=40
export IMPL_buffer_ports_inserted=40
export IMPL_io_pins=40
export IMPL_synthesis_area_per_instance_um2=7.257
export IMPL_ys_area_um2=290.3
export IMPL_synth_yosys_warnings=0
export IMPL_final_design_area_no_fill_um2=726.9
export IMPL_tightestPinTransition_ps=88.81
export IMPL_min_delay_src="in_flat[6]"
export IMPL_die_height_um=80
export IMPL_leakagePower_nw=0.4119
export IMPL_max_clock_freq_mhz=1041
export IMPL_chip_area_mm2=0.006400
export IMPL_critPathRequiredTime_ps=800
export IMPL_peakVddDrop_v=0.00005929
export IMPL_grt_antenna_before_repair=0
[power by group]
group | switching [mW] | leakage, nW | internal [mW]
clock | 0 | 0 | 0
combinational | 0.0724 | 0.412 | 0.126
sequential | 0 | 0 | 0
total | 0.0724 | 0.412 | 0.126
[critical path, delay by kind of cell]
family | cells | cell delay (ps)
adders and majority gates | 1 | 110
buffers and inverters | 4 | 450
[how the worst max path moves through the flow]
stage | start | end | slack [ps]
final | in_flat[8] | out_flat[8] | 40
after CTS | in_flat[13] | out_flat[5] | 0.8
after global routing | in_flat[8] | out_flat[8] | 2
[Yosys cell counts]
cell type  number  area [um^2]
inv_1          24        90.09
ha_1           16        200.2
[stage by stage]
stage | total power [mW] | hold WS, ps | instances | util, % | setup TNS, ps
finish | 0.1986 | 734.1 | 130 | 21.28 | 0
global route | 0.2353 | 759.2 | 130 | 21.28 | 0
CTS | 0.2075 | 740.6 | 131 | 21.17 | 0
detailed placement | 0.2687 | 1420 | 132 | 23.22 | -14670
global placement | 0.2641 | 1410 | 132 | 23.22 | -14400
floorplan | 0.02209 | 487.4 | 40 | - | 0
[layout make-up]
| class | count | area (um^2) |
|---|---|---|
| Fill cell | 392 | 2689 |
| Inverter | 24 | 90.09 |
| Multi-Input combinational cell | 16 | 262.8 |
| Tap cell | 46 | 57.56 |
| Timing Repair Buffer | 44 | 316.6 |
[kinds of logic (layout without fill, tap and decap cells)]
| group | count (synthesis) | count (layout) | synth area share [%] |
|---|---|---|---|
| fa+ha+maj | 16 | 16 | 68.96 |
| buf+inv | 24 | 68 | 31.04 |
[layer usage]
layer | vias up | routed length, um | global-route usage [%]
li1 | 193 | - | -
met1 | 167 | 420 | 3.889
met2 | 12 | 696 | 6.982
met3 | 0 | 74 | 0.5682
met4 | 0 | 0 | 0
met5 | - | 0 | 0
[what timing repair did]
item	in CTS	in global routing
hold endpoints to repair	0	0
gates resized	135	6
pin swaps	7	0
cloned	0	0
endpoints found under the setup margin	24	5
No activity file was given, so power comes from the tool's default toggle rates.
